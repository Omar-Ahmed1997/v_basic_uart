[./run.sh]
#!/bin/bash
# OpenROAD 26Q1-2900-gdf79404cd8, Yosys 0.63+post, stock flow scripts
make -C /OpenROAD-flow-scripts/flow DESIGN_CONFIG=/design/flow/config.mk WORK_HOME=/design/flow/orfs finish
[./config.mk]
export PLATFORM = sky130hd
export DESIGN_NAME = UART_TxRx
export DESIGN_NICKNAME = UART_TxRx
export VERILOG_FILES = /design/flow/design.v
export SDC_FILE = /design/flow/constraint.sdc
export NUM_CORES = 4
export LEC_CHECK = 1
export CORE_UTILIZATION = 30
export SYNTH_HDL_FRONTEND = slang
[./constraint.sdc]
current_design UART_TxRx

set clk_period 2.0
set clk_io_pct 0.2

create_clock -name clk0 -period $clk_period [get_ports {CLK}]

set non_clock_inputs [all_inputs -no_clocks]
set_input_delay [expr $clk_period * $clk_io_pct] -clock clk0 $non_clock_inputs
set_output_delay [expr $clk_period * $clk_io_pct] -clock clk0 [all_outputs]
[./design.v]
`timescale 1ns / 1ps
module Reciever #(parameter OSR = 16)( input CLK, RST, RX, 
                  output reg rcvFalg,
                  output reg [7 : 0]rxOut);
    localparam 
        idle       = 2'b00,
        checkStart = 2'b01,
        recieve    = 2'b10,
        checkStop  = 2'b11;
    reg [1 : 0]STATE;
    reg [$clog2(OSR) : 0]overSampleCount;  
    reg [3 : 0]rxCount;
    reg ldData,ld; 
    always@(posedge CLK or posedge RST ) begin
        if(RST)begin
            STATE <= idle;
            overSampleCount <= 0;
            rxCount <= 0;
            ld <= 0;
            rcvFalg <= 0;
            ldData  <= 0;
        end
        else begin
            case(STATE)
            idle:begin
                if(RX == 0)begin
                    rcvFalg <= 0;
                    STATE <= checkStart;
                    overSampleCount <= 0;
                end
                else begin
                    rcvFalg <= 0;
                    STATE <= idle;
                    overSampleCount <= 0;
                end            
            end
            checkStart:begin
                if(overSampleCount >= (OSR/2)-1) begin
                    STATE <= (RX)? idle : recieve;
                    overSampleCount <= 0;
                    rxCount <= 0;
                end
                else begin 
                    STATE <= checkStart;
                    overSampleCount <= overSampleCount + 1;
                end
            end
            recieve:begin
                if(rxCount > 7)begin
                    STATE <= checkStop;
                    ld <= 0;
                    overSampleCount <= 1;
                    rxCount <= 0;
                end else
                if(overSampleCount >= OSR-1) begin
                    ldData <= RX;
                    ld <= 1;
                    rxCount <= rxCount + 1;
                    overSampleCount <= 0;
                    STATE <= recieve;
                end
                else begin
                    ld <= 0;
                    STATE <= recieve;
                    overSampleCount <= overSampleCount + 1;
                end    
            end
            checkStop:begin
                if(overSampleCount >= (OSR)-1) begin
                    STATE <= idle;
                    overSampleCount <= 0;
                    rxCount <= 0;
                    rcvFalg <= 1;
                end
                else begin 
                    STATE <= checkStop;
                    overSampleCount <= overSampleCount + 1;
                end     
            end
            default:begin end
            endcase
        end
    end
    always@(posedge CLK)begin
        if(ld) begin
            rxOut[rxCount - 1] = ldData;
        end
    end
endmodule
`timescale 1ns / 1ps
module Transmiter ( input CLK, RST, txStart,
                     input [7 : 0]TXData,
                     output txOut, reg CTS);
    localparam waiting = 0, transmiting = 1;
    reg STATE;
    reg [3 : 0]TxCounter;
    always@(posedge CLK or posedge RST )begin
    if(RST) begin
        STATE     <= waiting;
        TxCounter <= 0;
        CTS       <= 1;
    end 
    else begin
        case(STATE)
            waiting     :begin
                if(txStart)begin
                    STATE     <= transmiting;
                    TxCounter <= 0;
                    CTS       <= 0;
                end
                else begin
                    STATE     <= waiting;
                    TxCounter <= 0;
                    CTS       <= 1;
                end
            end
            transmiting :begin
                if(TxCounter > 7)begin 
                    STATE     <= waiting;
                    TxCounter <= 0;
                    CTS       <= 1;
                end
                else begin
                    STATE     <= transmiting;
                    TxCounter <= TxCounter + 1;
                    CTS       <= 0;
                end
            end
            default     :begin end 
        endcase
    end
    end
    localparam startBit = 1'b0,
               stopBit  = 1'b1;     
    reg signed [9:0]ShftReg; 
    always@(posedge CLK or posedge RST ) 
	begin
	    if(RST) begin
            ShftReg <= 10'b1111111111;
        end
		else if(txStart && CTS)ShftReg <= {stopBit,TXData,startBit};
		else ShftReg <= ShftReg >>> 1;
	end
    assign txOut = ShftReg[0];
endmodule
`timescale 1ns / 1ps
module UART_TxRx #(parameter SYSCLK = 10000000, BAUD = 115200, OSR = 16)
                  (input  CLK, RX, RST,txStart,
                   input  [7 : 0]TXData,
                   output txOut,rcvFlag,CTS,
                   output [7 : 0]rxOut);   
    wire Rx_CLK,Tx_CLK;
    boadRateGen #( .BAUD(9600), .OSR(16)) BRG01 (.CLK(CLK), .RST(RST), .Rx_CLK(Rx_CLK),.Tx_CLK(Tx_CLK));
    Reciever #(.OSR(OSR)) RX01 (.CLK(Rx_CLK),.RST(RST), .RX(RX)  , .rcvFalg(rcvFlag), .rxOut(rxOut));
    Transmiter TX01 (.CLK(Tx_CLK),.RST(RST), .CTS(CTS), .txStart(txStart), .TXData(TXData),.txOut(txOut));
endmodule
`timescale 1ns / 1ps
module boadRateGen#(parameter SYSCLK = 10000000, BAUD = 115200, OSR = 16)
                  (input  CLK, RST,
                   output reg Rx_CLK,Tx_CLK);
    localparam clkPerBd = SYSCLK/(BAUD),
               rxCLKprd = clkPerBd/OSR;
    reg [$clog2(clkPerBd) : 0]countTX;
    reg [8 : 0]countRX;
    always@(posedge CLK or posedge RST)begin
        if(RST) begin 
        Rx_CLK <= 0;
        Tx_CLK <= 0;
        countRX <= 0;
        countTX <= 0;
        end
        else if(countRX > ((rxCLKprd/2) -1)) begin 
            if(countTX > ((clkPerBd/2) -1)) begin 
                Tx_CLK <= ~Tx_CLK;
                countTX <= 0;
            end else begin
                countTX <= countTX+1;
            end
            Rx_CLK <= ~Rx_CLK;
            countRX <= 0;
        end else begin
            if(countTX > ((clkPerBd/2) -1)) begin 
                Tx_CLK <= ~Tx_CLK;
                countTX <= 0;
            end else begin
                countTX <= countTX+1;
            end
            countRX <= countRX+1;
        end
    end
endmodule
==> COMMIT_EDITMSG <==
Record implementation results from latest flow run

- Per the placement log, port buffering inserted 22 buffers.
- OpenROAD warning count: 26
* Inserted Clock Buffers: 3
* Number of core rows: 33
* Clock transition time at the flip-flop clock pins of the worst setup and hold paths: about 0.080 ns
- Initial antenna violation count: 0
- Looking at the max-slew report, the worst-margin pin has a slew of 0.541 ns.
* Area growth syn-to-layout: 15.8%
- TritonCTS built the clock tree.
- Yosys attributes the largest share of cell area to sky130_fd_sc_hd__dfrtp_1 (41%), sky130_fd_sc_hd__dfstp_2 (11%), sky130_fd_sc_hd__edfxtp_1 (9.2%), sky130_fd_sc_hd__nor2_1 (4.9%), sky130_fd_sc_hd__mux2_2 (3.4%).
* Category of the worst setup path capture point: flip-flop
- Hold violation count in the final report: 0
- Per the detail_route report, routed wire per instance is around 11 um.
- Worst Path Max Fanout: 11
* Total die area: 9080 sq um
* Remaining design rule violation count: 0
* Floorplan utilization: 31.5%
* Max-slew violations: 0
- Sum of negative setup slack: 0 ns
- The run reported a max-capacitance violation count of 0.
- Maximum root-to-sink buffer count: 2
* Max_slew headroom: 63.9%
- Count of instantiated cells in the yosys netlist: 222
* Top logic cells by instance count in the layout: sky130_fd_sc_hd__dfrtp_1 (43), sky130_fd_sc_hd__nor2_1 (34), sky130_fd_sc_hd__clkdlybuf4s50_1 (22)
* Worst hold margin: around 0.48 ns
* Hold-fix buffers, CTS: 0
* Final weighted congestion of routability-driven global placement: approximately 0.80
* Via count of the first global-routing pass: 1576
- Number of instances resized during post-cts repair: 0
* Fraction of the yosys area taken by sequential cells: between 60% and 70%
* Overflow left after global routing: 0
- Setup clock skew after layout: 0.00330 ns
* Number of top-level pins: 23
- Number of unconstrained endpoints: 58
* First-pass GRT wire length: 6750 um
- The later pin in the worst-skew pair is clocked with a latency of 0.26 ns.
- Mean instance size in the synthesized netlist: approximately 12 sq um
* Share of final-layout standard cells stronger than drive strength 1: 12.7%
* Ant diodes: 0
- In the synthesized netlist, the number of instances is 222.
- The min-delay analysis places its worst path in the category reg2reg.
- Vias after detailed routing: 1575
- Synthesis area per yosys: approximately 2600 sq um
* Cell type with the largest total area after synthesis: sky130_fd_sc_hd__dfrtp_1
- Achievable clock frequency: about 550 MHz
- Power spread over the standard cell area amounts to between 500 and 600 nW/um^2.
* Data arrival, critical path: 1.96 ns
- RSZ-0062 raised after global routing: false
* Post-detailed-route count of antenna-violating nets: 0
- The die is about 95 um tall.
- The analysis attributes to cell leakage a power of 1.33 nW.
* Number of buffers added for setup after CTS: 0
* Register pins left without a clock: 39
* Final WL: 3750 um
- For this block, the initial DRC count from the detailed router was 57.
- After detailed placement, the total cell area comes to approximately 3000 sq um.
- The cell sequence reported for the critical path is or4_1 -> o31ai_1 -> nand2_1 -> xor2_2.
* Prevailing post-synth register cell: sky130_fd_sc_hd__dfrtp_1
- The run finished with clean final reports.
* Core box area: a little over 8000 sq um
- Width of the die: 95.3 um
- The synthesis report lists the Yosys warning total as 0.
- Dividing the final minimum period by the clock period gives 91.5%.
- Setup slack on the critical path of the routed design comes to 0.170 ns.
- Crit-path leading delay family: simple AND/OR/NAND/NOR gates
- Critical path class: reg2reg
* Crit path max-delay cell type: sky130_fd_sc_hd__or4_1
- Number of enable-type register cells in the synthesized netlist: 8
* Final setup violating endpoints: 0
* Maximum number of pins on one net before global-route repair: 29
- Minimum clock period: approximately 1.8 ns
- Number of search-and-repair iterations in the first detailed-routing pass: 4
* Detailed placer's ending HPWL: 2830 um
- Per the post-run analysis, buffers plus inverters along the critical path come to 0.
- Total non-filler cell area in the finished layout: 3020 sq um
- For this run, the slowest stage of the critical path takes 0.52 ns.
- The synthesized netlist contains roughly 43 unique library cells.
- Maximum ir drop on the vdd rail: 408 uV
- Yosys reports that the leading cell type by area covers 41.2% of the netlist area.
* Htree depth: 1
* Buffer type at the clock tree root: sky130_fd_sc_hd__clkbuf_8
- Setup slack at placement: 0.176 ns
- After synthesis the cells add up to around 2600 sq um.
* Worst EP required: 2.13 ns
- Global routing used 9.41% of the available tracks across all layers.
* Type of origin of the critical path: flip-flop
- Register-to-register setup slack: 0.17 ns
- Vias per cell: around 4.4
* Total of flip-flops plus latches after synthesis: 62
* Most instantiated logic cell after routing: sky130_fd_sc_hd__dfrtp_1
- In the synthesized netlist the async set-or-reset flop fraction comes to about 87%.
==> flip-flops by register name, summed over array words and instances (netlist names) <==
| name | flops |
|---|---|
| TX01.CTS | 1 |
| BRG01.countRX | 9 |
| RX01.rcvFalg | 1 |
| BRG01.Rx_CLK | 1 |
| TX01.TxCounter | 4 |
| RX01.overSampleCount | 5 |
| TX01.STATE | 1 |
| BRG01.countTX | 12 |
| RX01.rxOut | 8 |
| RX01.ld | 1 |
| RX01.ldData | 1 |
| RX01.STATE | 4 |
| RX01.rxCount | 4 |
| TX01.ShftReg | 9 |
| BRG01.Tx_CLK | 1 |
==> Yosys cell counts, types with 3 or more instances <==
master,n
sky130_fd_sc_hd__a21o_1,3
sky130_fd_sc_hd__a31oi_1,3
sky130_fd_sc_hd__and3_1,4
sky130_fd_sc_hd__dfrtp_1,43
sky130_fd_sc_hd__dfstp_2,11
sky130_fd_sc_hd__edfxtp_1,8
sky130_fd_sc_hd__ha_1,7
sky130_fd_sc_hd__inv_1,12
sky130_fd_sc_hd__mux2_2,8
sky130_fd_sc_hd__nand2_1,14
sky130_fd_sc_hd__nand2b_1,3
sky130_fd_sc_hd__nand3_1,12
sky130_fd_sc_hd__nor2_1,34
sky130_fd_sc_hd__nor3_1,4
sky130_fd_sc_hd__o21ai_0,5
sky130_fd_sc_hd__or3_1,3
sky130_fd_sc_hd__xnor2_1,8
sky130_fd_sc_hd__xor2_1,9
==> per-layer routing <==
metal | vias up | track usage, % | routed length, um
met5 | - | 0 | 0
met4 | 0 | 0.505 | 4
met3 | 2 | 1.38 | 131
met2 | 21 | 15.2 | 1630
met1 | 746 | 14.6 | 1990
li1 | 806 | - | -
==> metrics by stage <==
| step | instances | utilization (%) | power [mW] |
|---|---|---|---|
| detailed placement | 353 | 35.9 | 1.35 |
| global placement | 353 | 35.9 | 1.34 |
| finish | 357 | 36.4 | 1.60 |
| global route | 357 | 36.4 | 1.69 |
| CTS | 357 | 36.4 | 1.62 |
| floorplan | 226 | - | 1.21 |
==> power by group <==
part	switching (mW)	internal (mW)	leakage, nW
logic	0.142	0.120	0.563
clock network	0.133	0.142	0.0228
registers	0.0824	0.982	0.740
total	0.357	1.24	1.33
==> logic make-up after synthesis <==
kind of cell               count (synthesis)  synth area share, %
other                                      1                0.144
buffers and inverters                     15                 2.54
xor gates and xnor gates                  18                 6.33
adders and majority gates                  7                 3.35
and+or+nand+nor                           88                 16.3
AOI/OAI and AO/OA                         23                 6.37
muxes                                      8                 3.45
DFF                                       62                 61.5
==> area by class of cell <==
cell class	count	area [sq um]
Clock buffer	4	45.0
Fill cell	821	5280
Inverter	12	45.0
Multi-Input combinational cell	149	955
Sequential cell	62	1610
Tap cell	105	131
Timing Repair Buffer	25	243
==> final timing paths <==
check                                              endpoint  cells after the start                        from
worst max-delay path               BRG01.Tx_CLK$_DFFE_PP0N_                      4  BRG01.countTX[8]$_DFF_PP0_
min in group asynchronous        BRG01.countRX[1]$_DFF_PP0_                      2                         RST
worst min register to register     BRG01.Rx_CLK$_DFFE_PP0N_                      1    BRG01.Rx_CLK$_DFFE_PP0N_
worst min-delay path               BRG01.Rx_CLK$_DFFE_PP0N_                      1    BRG01.Rx_CLK$_DFFE_PP0N_
max in group asynchronous       BRG01.countTX[10]$_DFF_PP0_                      2                         RST
worst max register to register     BRG01.Tx_CLK$_DFFE_PP0N_                      4  BRG01.countTX[8]$_DFF_PP0_
==> worst reg2reg max path: cells and delay by family (launching register included) <==
kind,cells,cell delay (ns)
flip-flops,1,0.40
XOR/XNOR,1,0.23
AND-OR/OR-AND,1,0.25
AND/OR/NAND/NOR,2,0.82
Power figures rest on the tool's default switching activity, not on a simulated workload.
